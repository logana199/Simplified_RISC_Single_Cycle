$ cat /design/flow/config.mk
export PLATFORM = sky130hd
export DESIGN_NAME = fetch_unit
export DESIGN_NICKNAME = fetch_unit
export VERILOG_FILES = /design/flow/design.v
export SDC_FILE = /design/flow/constraint.sdc
export NUM_CORES = 4
export LEC_CHECK = 1
export CORE_AREA = 10 10 79 79
export DIE_AREA = 0 0 89 89
$ cat /design/flow/constraint.sdc
current_design fetch_unit

set clk_period 2.6
set clk_io_pct 0.2

create_clock -name clk0 -period $clk_period [get_ports {clk}]

set non_clock_inputs [all_inputs -no_clocks]
set_input_delay [expr $clk_period * $clk_io_pct] -clock clk0 $non_clock_inputs
set_output_delay [expr $clk_period * $clk_io_pct] -clock clk0 [all_outputs]
$ cat /design/flow/design.v
module fetch_unit (
    input logic jmp,
    input logic clk,
    input logic reset,
    input logic [15:0] WBBus,
    output logic [15:0] IMAddress,
    output logic [15:0] PCPlus1);
    logic [15:0] PC_in;
    logic [15:0] PC_out;
    register PC(
        .clk(clk),
        .reset(reset),
        .we(1'b1),
        .d(PC_in),
        .q(PC_out)
    );
    always_comb begin
        if (jmp) begin
            PC_in=WBBus;
        end
        else
        begin
            PC_in=PC.q+1'b1;
        end
    end
    assign IMAddress=PC_out;
    assign PCPlus1=PC_out+1;
endmodule
module register(
    input logic clk,
    input logic reset,
    input logic we,
    input logic [15:0] d,
    output logic [15:0] q);
    always_ff @ (posedge clk or posedge reset)
    begin
        if (reset) begin
            q<=0;
        end
        else if (we)
            q<=d;
    end
endmodule
$ cat /design/flow/run.sh
#!/bin/bash
# OpenROAD 26Q1-2900-gdf79404cd8, Yosys 0.63+post, stock flow scripts
make -C /OpenROAD-flow-scripts/flow DESIGN_CONFIG=/design/flow/config.mk WORK_HOME=/design/flow/orfs finish
==> metrics.cfg <==
[synth]
ys_chip_area_um2=809.5
yosys_cells=75
synth-seq-cells=16
synth_warnings=4
synth.distinct_cells=15
synth_area_um2=809.5
postSynthSeqShare=0.4946
syn_inst=75
avgSynthCellArea_um2=10.79

[detailed_routing]
first_pass_iters=3
drt-vias-per-instance=3.720
drc=0
vias=677
postRouteAntennaNets=0
wire_per_inst_um=13.31
wl_mm=2.423
antenna_cells=0
drt_iter0_markers=9

[final_timing]
grt_setup_unrepaired=true
finalWorstSetupSlack_ns=0.1389
tns_ns=0
hold_ws_ns=0.6213
worstMarginPinSlew_ns=0.5446
hold_violations=0
slew_viol_final=0
period_minus_slack_ns=2.461
setup_viol=0
fmax_mhz=406.3
slew_headroom=0.6365
min_period_over_period=0.9466

[power_and_ir_drop]
p_leak_nw=0.5836
power_density_nw_per_um2=413.9
irDropWorstVdd_uv=122.8
power_mw=0.5945

[setup_path]
path_class=flip-flop to output pin
start_kind=flip-flop
setup.worst_path.start=PC.q_1[3]
crit_required_ns=2.08
crit_path_end_kind=output pin
cp_data_arrival_time_ns=1.94
crit_fanout=9

[outcome]
outcome=finished, final reports clean

[final_layout]
nFillCells=461
fin_area_um2=1436
stdcell_count=182
layout-drive-gt1-share=0.09375
final_core_util=0.3082
syn_to_final_growth_pct=77.43
largest_reg_flops=16
logic_area_um2=395.4
regArea_um2=402.9

[placement]
placed_cells=178
post_dp_cell_area_um2=1374
dp_hpwl_mm=2.168
gp_congestion=0.7760
io_buffers=50
dpl_worst_slack_ns=0.3235

[grt]
met2_usage=0.09176
met1_usage=0.06993
grt_max_degree=17
grtUsageMet3=0.02479
antenna_found_initial=0
grt.busiest_layer=met2
grt_use_total=0.05744
grt-ovfl-total=0
grt_pass1_vias=753
grt_pass1_wl_mm=3.636

[floorplan]
coreArea_um2=4661
chip_area_um2=7921
row_count=25
io_pins=51
die_height_um=89
die_w_um=89
fp_util=0.1737

[cts]
cts.clk_slew.worst_paths_ns=0.06
cts_inserted_buffers=3
clkSinkCount=16
cts_buffer_depth=2
htreeDepth=1
cts_root_buffer=clkbuf_8
cts_tree=yes

[flow_run]
maxCapViolCount=0
tool_warnings=26

[hold_path]
hold_class=primary input to async pin

==> logic make-up after synthesis <==
| family | synth area share |
|---|---|
| xor gates and xnor gates | 0.1515 |
| and+or+nand+nor | 0.3153 |
| buffers and inverters | 0.02317 |
| DFF | 0.4946 |
| adders and majority gates | 0.01545 |
==> worst max-delay path, stage by stage (launching register included) <==
cell	delay, ns
dfrtp_1	0.47
nand4_4	0.22
nor4_2	0.35
xor2_1	0.17
clkdlybuf4s50_1	0.48
==> path summary, 6_finish.rpt <==
kind,end,slack (ns),depth (start not counted)
max,PCPlus1[14],0.14,4
min,PC.q_1[14],0.62,2
max in group asynchronous,PC.q_1[4],1.59,2
min in group clk0,PC.q_1[0],0.85,2
==> cell usage after synthesis <==
cell type  count  area (um^2)
and2_1        15        93.84
clkbuf_1       1        3.750
dfrtp_1       16        400.4
ha_1           1        12.51
inv_1          4        15.01
nand2_1        4        15.01
nand2b_1       1        6.260
nand3_1        5        25.02
nand4_1        2        12.51
nand4_4        1        21.27
nor2_1         3        11.26
nor3_1         4        20.02
nor4_2         4        50.05
xnor2_1        4        35.03
xor2_1        10        87.58
==> report_power, final <==
part / internal (mW) / total, mW / switching [mW]
Sequential: 0.262 / 0.280 / 0.0174
Clock: 0.134 / 0.207 / 0.0734
Combinational: 0.0810 / 0.108 / 0.0265
==> repair_timing <==
item | in CTS | in global routing
hold buffers | 0 | 0
setup endpoints to repair | 0 | 4
resized | 0 | 3
setup buffers | 0 | 0
==> final cells by class <==
class                   instances  area share
repair buffers                 50      0.3484
flip-flops and latches         16      0.2805
multi-input cells              54      0.2753
well taps                      54     0.04704
clock buffers                   4     0.03833
inverters                       4     0.01045
==> placed cells by master, fill, tap and decap left out <==
master           count
clkdlybuf4s50_1     50
and2_1              15
dfrtp_1             14
xor2_1              10
nor4_2               4
nand3_1              4
nand2_1              4
inv_1                4
nor3_1               4
xnor2_1              4
clkbuf_8             4
nor2_1               3
dfrtp_2              2
nand4_1              2
nand3_2              1
nand4_4              1
nand2b_1             1
ha_1                 1
==> metal layers <==
| layer | up-vias | routed length [um] | share of wire |
|---|---|---|---|
| li1 | 353 | - | - |
| met1 | 288 | 963 | 0.40 |
| met2 | 30 | 1090 | 0.45 |
| met3 | 6 | 298 | 0.12 |
| met4 | 0 | 71 | 0.029 |
| met5 | - | 0 | 0 |
